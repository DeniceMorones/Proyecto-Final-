File: flow/run.sh
#!/bin/bash
# OpenROAD 26Q1-2900-gdf79404cd8, Yosys 0.63+post, stock flow scripts
make -C /OpenROAD-flow-scripts/flow DESIGN_CONFIG=/design/flow/config.mk WORK_HOME=/design/flow/orfs finish
File: flow/config.mk
export PLATFORM = sky130hd
export DESIGN_NAME = RegisterBank
export DESIGN_NICKNAME = RegisterBank
export VERILOG_FILES = /design/flow/design.v
export SDC_FILE = /design/flow/constraint.sdc
export NUM_CORES = 4
export LEC_CHECK = 1
export CORE_UTILIZATION = 40
File: flow/constraint.sdc
current_design RegisterBank

set clk_period 8.5
set clk_io_pct 0.2

create_clock -name clk0 -period $clk_period [get_ports {clk}]

set non_clock_inputs [all_inputs -no_clocks]
set_input_delay [expr $clk_period * $clk_io_pct] -clock clk0 $non_clock_inputs
set_output_delay [expr $clk_period * $clk_io_pct] -clock clk0 [all_outputs]
File: flow/design.v
module RegisterBank(
    input clk,
    input [4:0] RA1,
    input [4:0] RA2,
    input [4:0] Dir,
    input [31:0] Di,
    input RegWrite,
    output reg [31:0] DR1,
    output reg [31:0] DR2 	
);
reg [31:0] MEM [0:31];
always @(posedge clk) begin
    if (RegWrite) begin
        MEM[Dir] <= Di;
    end
end
always @(*) begin
    DR1 = MEM[RA1];
    DR2 = MEM[RA2];
end
endmodule
==> flow_summary.json <==
{
  "synth.yosys.chip_area_mm2": 0.0488,
  "numCtsBuffers": 105,
  "maxSlewViolCount": 0,
  "synth_area_leader_cell": "edfxtp_1",
  "iter_0_drt_violations": 1977,
  "log.warning_count": 26,
  "post-place-ws_ns": 2.02,
  "synthesis.instances": 3386,
  "number_of_global_route_vias_before_repair": 31973,
  "path_class": "input pin to output pin",
  "power.internal_mw": 8.81,
  "max_flop_register": "MEM",
  "postCtsSetupBuffers": 0,
  "post-route-period-util": 0.769,
  "irDropWorstVdd_uv": 171,
  "critical_path_required_ns": 6.80,
  "power_switching_mw": 2.60,
  "largest_net_degree_at_the_start_of_global_routing": 98,
  "area_growth_pct": 13.5,
  "globalRouteOverflowTotal": 0,
  "netlist_top_cells_area": "edfxtp_1, mux2i_1, a22oi_1",
  "avgSynthCellArea_um2": 14.4,
  "setup_viol": 0,
  "clock-root-buffer": "clkbuf_16",
  "synth_seq_share": 0.630,
  "dieHeight_um": 351,
  "synth.ff_latch_count": 1024,
  "yosysCellCount": 3386,
  "mappedNetlistArea_mm2": 0.0488,
  "postPlaceCellArea_mm2": 0.0518,
  "finalSetupTns_ns": 0,
  "drv_cap": 0,
  "place_hpwl_um": 83300,
  "maxSlewHeadroom": 0.409,
  "drt_pass_1_iters": 7,
  "timing.critical_path.fanout_max": 31,
  "timing.final.hold_violations": 0,
  "power_switching_share": 0.228,
  "floorplan.io_pins": 113,
  "antenna_found_initial": 9,
  "lay_top_cells": "edfxtp_1, mux2i_1, nand3_1",
  "initCoreUtil": 0.405,
  "post_drt_wl_per_cell_um": 29.3,
  "ctsResizeCount": 0,
  "post_route_cells_drive_above_1_share": 0.0930,
  "timing.final.crit_period_ns": 6.54,
  "final_critical_path_setup_slack_ns": 1.96,
  "clock_tree_from_tritoncts": "built",
  "largest_registers_in_the_final_layout": "MEM: 1024 flops",
  "worst_hold_path.num_cells": 2,
  "synthesis.yosys.warnings": 1,
  "die_w_um": 351,
  "timing.fmax_mhz": 153,
  "final_antenna_net_count": 0,
  "clkTransAtPathRegs_ns": 0.06,
  "cts_sinks": 1024,
  "io_buffers": 112,
  "detail_route.vias_per_cell": 5.96,
  "rsz0062_at_grt": "false",
  "hp-class": "input pin to flop",
  "cts.hold.buffers_added": 0,
  "dieArea_mm2": 0.123,
  "grt_first_pass_wirelength_um": 217000,
  "cp-start-kind": "input pin",
  "power.combinational.fraction": 0.090,
  "core_area_mm2": 0.120,
  "core.rowCount": 127,
  "final_wtd_congestion": 0.862,
  "power_consumption_mw": 11.4,
  "run_status": "completed",
  "tightest_slew_ns": 0.885,
  "drc_violations": 0,
  "synthDistinctLibCells": 23,
  "cp_endpoint_kind": "output pin",
  "power_density_mw_per_mm2": 206,
  "pwr-share-seq": 0.495,
  "timing.critical_path.from": "RA1[2]",
  "via_count": 30917,
  "routed_wl_um": 152000,
  "design_area_mm2": 0.0554,
  "whs_endpoint": "MEM[11][16]",
  "p_leak_nw": 20.2,
  "gr-usage-all-layers": 0.265,
  "largest_register_ffs": 1024,
  "htree_levels": 3,
  "worst_path_arrival_ns": 4.84,
  "share_clk_of_total_power": 0.415,
  "cts_max_path_buffers": 3,
  "synth_top_area_share": 0.630,
  "hold_start": "Di[16]"
}
stage by stage:
stage | hold WS (ns) | instances | util
floorplan | 1.80 | 3386 | -
global placement | 2.53 | 4988 | 0.430
detailed placement | 2.53 | 4988 | 0.430
CTS | 1.78 | 5183 | 0.460
global route | 1.84 | 5183 | 0.460
finish | 1.82 | 5185 | 0.460
routing by layer:
metal	up-vias	wire, um	track usage
met4	20	5690	0.0798
met2	1728	69500	0.390
met3	343	22900	0.170
met1	15250	53600	0.330
li1	13576	-	-
met5	-	253	0.0130
cells by family (layout without fill, tap and decap cells):
group / count (synthesis) / after routing / share of synthesized area
and+or+nand+nor: 509 / 509 / 0.0471
AOI/OAI and AO/OA: 576 / 576 / 0.0804
buffers and inverters: 253 / 438 / 0.0321
other: 0 / 2 / 0
DFF: 1024 / 1024 / 0.630
muxes: 1024 / 1024 / 0.210
area by class of cell:
type / instances / area (um^2)
Sequential cell: 1024 / 30700
Timing Repair Buffer: 243 / 2300
Fill cell: 10465 / 65100
Clock buffer: 127 / 2730
Tap cell: 1612 / 2020
Clock inverter: 68 / 779
Antenna cell: 2 / 5.00
Multi-Input combinational cell: 2109 / 16800
how the worst max path moves through the flow:
stage / end / slack, ns / depth (start not counted)
after CTS: DR1[2] / 2.00 / 8
after global routing: DR1[2] / 1.80 / 8
final: DR1[5] / 1.96 / 9
synthesized netlist by cell type (all sizes together):
library cell / count
and2: 2
a22oi: 192
or2: 2
nand2b: 4
nor3: 64
buf: 163
edfxtp: 1024
or3: 1
mux2i: 1024
nor2: 35
nand3: 194
or3b: 3
a31oi: 64
a21oi: 192
nand3b: 5
nor2b: 4
nand2: 195
clkbuf: 90
a22o: 128
critical path, cell delays in order:
cell             delay [ns]
clkdlybuf4s50_1        0.61
nor2b_4                0.28
buf_4                  0.40
buf_4                  0.53
a22o_1                 0.21
nor3_1                 0.05
a31oi_1                0.18
nand3_1                0.29
clkdlybuf4s50_1        0.51
power groups by stage:
| stage | registers (mW) | logic [mW] | clock network, mW |
|---|---|---|---|
| 6_report | 5.64 | 1.03 | 4.73 |
| 5_1_grt | 5.65 | 1.09 | 4.98 |
| 4_1_cts | 5.64 | 1.02 | 4.80 |
Power and IR drop assume default switching activity.
