File: flow/config.mk
export PLATFORM = sky130hd
export DESIGN_NAME = Memory
export DESIGN_NICKNAME = Memory
export VERILOG_FILES = /design/flow/design.v
export SDC_FILE = /design/flow/constraint.sdc
export NUM_CORES = 4
export LEC_CHECK = 1
export CORE_UTILIZATION = 50
export SYNTH_MEMORY_MAX_BITS = 65536
File: flow/constraint.sdc
current_design Memory

set clk_period 42.1
set clk_io_pct 0.2

create_clock -name clk0 -period $clk_period [get_ports {clk}]

set non_clock_inputs [all_inputs -no_clocks]
set_input_delay [expr $clk_period * $clk_io_pct] -clock clk0 $non_clock_inputs
set_output_delay [expr $clk_period * $clk_io_pct] -clock clk0 [all_outputs]
File: flow/design.v
module Memory(
	input clk,
	input Ewr,
	input [31:0] Dir,
	input [31:0] Din,
	output reg [31:0] Dout
);
reg [31:0] MEM [0:255];
always @(posedge clk) begin
    if (Ewr) begin
        MEM[Dir] <= Din;
    end
end
always @(*) begin
    Dout = MEM[Dir];
end
endmodule
File: flow/run.sh
#!/bin/bash
# OpenROAD 26Q1-2900-gdf79404cd8, Yosys 0.63+post, stock flow scripts
make -C /OpenROAD-flow-scripts/flow DESIGN_CONFIG=/design/flow/config.mk WORK_HOME=/design/flow/orfs finish
==> metrics.txt <==
# HELP chip_impl_metric Synthesis and place-and-route metrics
# TYPE chip_impl_metric gauge
chip_impl_info{name="status",value="finished, final reports clean"} 1
chip_impl_metric{name="warnings",unit=""} 65
chip_impl_metric{name="clkSlewWorstSetupHoldPaths",unit="ns"} 0.06
chip_impl_metric{name="sum_of_negative_setup_slack",unit="ns"} 0
chip_impl_metric{name="synthArstFlopShare",unit=""} 0
chip_impl_metric{name="die_span_in_y",unit="µm"} 787.3
chip_impl_info{name="crit_path_frequent_cell",value="sky130_fd_sc_hd__buf_4"} 1
chip_impl_metric{name="net-switching-power",unit="mW"} 3.552
chip_impl_metric{name="power.clock.fraction",unit=""} 0.415
chip_impl_metric{name="final.hold.worst_slack",unit="ns"} 7.549
chip_impl_metric{name="route.final.wire_length",unit="µm"} 843600
chip_impl_info{name="post-synth-top-area-cell",value="sky130_fd_sc_hd__edfxtp_1"} 1
chip_impl_metric{name="dp.final_hpwl",unit="µm"} 469600
chip_impl_metric{name="total_cell_area_reported_by_yosys_after_synthesis",unit="µm²"} 308400
chip_impl_metric{name="die.size.x",unit="µm"} 787.3
chip_impl_metric{name="dp.cells",unit=""} 21273
chip_impl_metric{name="synth.avg_cell_area",unit="µm²"} 23.62
chip_impl_metric{name="syn_to_final_growth",unit="%"} 13.73
chip_impl_metric{name="synth_sequential_area_ratio",unit=""} 0.7977
chip_impl_metric{name="vias_per_cell",unit=""} 6.355
chip_impl_metric{name="critical_path_peak_fanout",unit=""} 66
chip_impl_metric{name="htree_levels",unit=""} 6
chip_impl_metric{name="intPower",unit="mW"} 13.16
chip_impl_info{name="crit_path_top_delay_cell",value="sky130_fd_sc_hd__buf_4"} 1
chip_impl_metric{name="fp_util",unit=""} 0.5016
chip_impl_metric{name="grt_start_max_net_pins",unit=""} 129
chip_impl_metric{name="largest_register_ff_count",unit=""} 8192
chip_impl_metric{name="grt.overflow.total",unit=""} 0
chip_impl_metric{name="syn-instance-count",unit=""} 13055
chip_impl_metric{name="logic_area",unit="µm²"} 61640
chip_impl_metric{name="global_route.usage.total",unit=""} 0.3115
chip_impl_metric{name="first_global_vias",unit=""} 165377
chip_impl_metric{name="edf_count",unit=""} 8192
chip_impl_metric{name="setup_fix_bufs_post_cts",unit=""} 0
chip_impl_metric{name="fillers",unit=""} 42686
chip_impl_metric{name="switching_share",unit=""} 0.2125
chip_impl_info{name="max_flop_register",value="MEM"} 1
chip_impl_info{name="ys.flop_type",value="sky130_fd_sc_hd__edfxtp_1"} 1
chip_impl_metric{name="post-route-drc-count",unit=""} 0
chip_impl_metric{name="io_buf_count",unit=""} 73
chip_impl_metric{name="ys_seq_elements",unit=""} 8192
chip_impl_metric{name="initial_drc_count",unit=""} 8389
chip_impl_metric{name="top_level_ports",unit=""} 98
chip_impl_metric{name="via_count",unit=""} 144667
chip_impl_metric{name="final-max-slew-violation-count",unit=""} 0
chip_impl_info{name="cp_top_family",value="buffers and inverters"} 1
chip_impl_metric{name="postCtsResizedCells",unit=""} 0
chip_impl_metric{name="synth-warning-count",unit=""} 1
chip_impl_metric{name="pwr-share-comb",unit=""} 0.047
chip_impl_metric{name="yosys_cells",unit=""} 13055
chip_impl_info{name="rsz_0062_raised_after_global_routing",value="false"} 1
chip_impl_metric{name="critPathArrivalTime",unit="ns"} 17.58
chip_impl_metric{name="grt_antenna_before_repair",unit=""} 21
chip_impl_metric{name="cts_num_sinks",unit=""} 8192
chip_impl_info{name="netlist_top_cells_area",value="sky130_fd_sc_hd__edfxtp_1, sky130_fd_sc_hd__mux4_2, sky130_fd_sc_hd__a22oi_1"} 1
chip_impl_metric{name="layoutNonFillerInstCount",unit=""} 22764
chip_impl_info{name="synth_top_cell_by_count",value="sky130_fd_sc_hd__edfxtp_1"} 1
chip_impl_info{name="cts.root.buffer_cell",value="sky130_fd_sc_hd__clkbuf_16"} 1
chip_impl_metric{name="avgRoutedWirePerCell",unit="µm"} 37.06
chip_impl_info{name="setup.worst_path.end_class",value="primary output"} 1
chip_impl_metric{name="finalSetupViolCount",unit=""} 0
chip_impl_metric{name="maxCapViolCount",unit=""} 0
chip_impl_info{name="cts_tree",value="built"} 1
chip_impl_metric{name="critPathBufInv",unit=""} 12
chip_impl_info{name="crit_path_start_kind",value="primary input"} 1
chip_impl_metric{name="max_slew.worst_pin.slew",unit="ns"} 1.287
chip_impl_metric{name="global_route_wire_length_before_repair",unit="µm"} 1180000
chip_impl_metric{name="hold_viol_final",unit=""} 0
chip_impl_metric{name="synthDistinctLibCells",unit=""} 21
chip_impl_metric{name="design.die.area",unit="µm²"} 619900
chip_impl_metric{name="cts_buffers",unit=""} 803
chip_impl_metric{name="core_area",unit="µm²"} 614800
chip_impl_metric{name="postCtsHoldBufs",unit=""} 0
chip_impl_metric{name="seqPwrFrac",unit=""} 0.538
chip_impl_metric{name="power.density",unit="nW/µm²"} 47.66
chip_impl_info{name="post_synth_most_frequent_cells",value="sky130_fd_sc_hd__edfxtp_1, sky130_fd_sc_hd__mux4_2, sky130_fd_sc_hd__a22oi_1"} 1
chip_impl_metric{name="finalWeightedCongestion",unit=""} 0.8767
chip_impl_info{name="cell_by_cell_trace_of_the_critical_path",value="buf_16 > buf_4 > buf_4 > buf_4 > buf_4 > buf_4 > buf_4 > buf_4 > buf_4 > mux4_2 > a22oi_1 > a21oi_1 > buf_4 > o41ai_2 > buf_4 > nand4_1 > clkdlybuf4s50_1"} 1
chip_impl_metric{name="placement_rows",unit=""} 288
chip_impl_metric{name="fmax",unit="MHz"} 38.45
chip_impl_metric{name="period_minus_slack",unit="ns"} 26.00
chip_impl_metric{name="clock_path_buffers",unit=""} 4
chip_impl_metric{name="antenna_violating_nets_post_route",unit=""} 0
chip_impl_info{name="largest_registers",value="MEM: 8192 flops"} 1
chip_impl_metric{name="slowest_stage_delay_on_critical_path",unit="ns"} 0.82
chip_impl_metric{name="synth.cell_area",unit="µm²"} 308400
chip_impl_metric{name="worst_ir_drop_vdd",unit="mV"} 0.05067
chip_impl_metric{name="max_slew_margin",unit=""} 0.1329
chip_impl_metric{name="first_pass_drt_iterations",unit=""} 5
chip_impl_metric{name="register_area",unit="µm²"} 246000
chip_impl_metric{name="final_layout_size_suffix_gt1_frac",unit=""} 0.2986
chip_impl_info{name="criticalPathCategory",value="in -> out"} 1
chip_impl_info{name="hold_path.class",value="in -> reg"} 1
chip_impl_metric{name="worst_ep_required_time",unit="ns"} 33.68
chip_impl_metric{name="p_leak",unit="nW"} 107.1
chip_impl_metric{name="yosys.area.top_type_share",unit=""} 0.7977
chip_impl_metric{name="fin_crit_sh",unit=""} 0.6177
## power groups by stage
| stage | sequential (mW) | combinational (mW) | clock (mW) |
|---|---|---|---|
| 6_report | 8.99 | 0.784 | 6.94 |
| 5_1_grt | 8.99 | 0.836 | 7.34 |
| 4_1_cts | 8.99 | 0.788 | 7.03 |
## kinds of logic (layout without fill, tap and decap cells)
family                 Yosys count  count (layout)  share of synthesized area
AOI/OAI and AO/OA             1664            1664                    0.03688
buffers and inverters          797            2369                    0.01090
DFF                           8192            8192                     0.7977
muxes                         2048            2048                     0.1496
other                            0              17                          0
and+or+nand+nor                354             354                   0.004897
## layer usage
metal	share of wire	track usage	wire, µm	up-vias
li1	-	-	-	58716
met1	0.26	0.3307	221800	72313
met2	0.46	0.4288	390100	11978
met3	0.22	0.2937	182200	1596
met4	0.055	0.1208	46230	64
met5	0.0038	0.04571	3226	-
## cell type report
type | instances | area share
Tap cell | 8120 | 0.02897
Clock inverter | 483 | 0.01332
Antenna cell | 17 | 0.0001213
Timing Repair Buffer | 894 | 0.02089
Sequential cell | 8192 | 0.7014
Inverter | 1 | 0.00001070
Multi-Input combinational cell | 4066 | 0.1758
Clock buffer | 991 | 0.05949
## metrics by stage
step                power (mW)  instance area (µm²)  worst slack, ns    util
finish                   16.72               350700            16.10  0.5705
detailed placement       9.952               325100            15.97  0.5289
global route             17.17               350700            15.09  0.5704
global placement         9.931               325100            16.05  0.5289
floorplan                9.544               308400            23.40       -
CTS                      16.82               350700            15.88  0.5704
## worst paths after layout
| kind | start | to | slack [ns] | cells past startpoint |
|---|---|---|---|---|
| worst max-delay path | Dir[0] | Dout[24] | 16.10 | 17 |
| worst min-delay path | Din[17] | MEM[168][17] | 7.55 | 1 |
## placed cells by master (no fill, tap or decap), types with 4 or more instances in the layout
cell type                         instances
sky130_fd_sc_hd__nor3_2                  30
sky130_fd_sc_hd__a22oi_1               1024
sky130_fd_sc_hd__nand4_1                 32
sky130_fd_sc_hd__inv_6                   13
sky130_fd_sc_hd__bufinv_16               62
sky130_fd_sc_hd__nand2_1                 11
sky130_fd_sc_hd__nor2b_4                  4
sky130_fd_sc_hd__o41ai_2                 78
sky130_fd_sc_hd__mux4_2                2048
sky130_fd_sc_hd__clkbuf_1               185
sky130_fd_sc_hd__nand3_1                  5
sky130_fd_sc_hd__nand2_2                 16
sky130_fd_sc_hd__clkinv_16               23
sky130_fd_sc_hd__clkinv_1               203
sky130_fd_sc_hd__clkbuf_16              806
sky130_fd_sc_hd__diode_2                 17
sky130_fd_sc_hd__clkinvlp_4              11
sky130_fd_sc_hd__buf_12                  19
sky130_fd_sc_hd__edfxtp_1              8192
sky130_fd_sc_hd__inv_16                  13
sky130_fd_sc_hd__nand3_2                  7
sky130_fd_sc_hd__a21oi_1                509
sky130_fd_sc_hd__o41ai_1                 49
sky130_fd_sc_hd__nor2_4                 228
sky130_fd_sc_hd__clkinv_8                 9
sky130_fd_sc_hd__clkinv_2               147
sky130_fd_sc_hd__buf_8                   32
sky130_fd_sc_hd__buf_4                  802
sky130_fd_sc_hd__nand2b_1                 4
sky130_fd_sc_hd__clkdlybuf4s50_1         39
Power and IR drop assume default switching activity.
