==> ./config.mk <==
export PLATFORM = sky130hd
export DESIGN_NAME = ALU
export DESIGN_NICKNAME = ALU
export VERILOG_FILES = /design/flow/design.v
export SDC_FILE = /design/flow/constraint.sdc
export NUM_CORES = 4
export LEC_CHECK = 1
export CORE_UTILIZATION = 40
==> ./constraint.sdc <==
current_design ALU

set clk_period 18.2
set clk_io_pct 0.2

create_clock -name clk0 -period $clk_period

set non_clock_inputs [all_inputs -no_clocks]
set_input_delay [expr $clk_period * $clk_io_pct] -clock clk0 $non_clock_inputs
set_output_delay [expr $clk_period * $clk_io_pct] -clock clk0 [all_outputs]
==> ./design.v <==
module ALU(
 input [31:0] op1,
 input [31:0] op2,
 input [3:0] sel,
 output reg [31:0] res,
 output ZF
);
 wire [31:0] AND;
 wire [31:0] OR;
 wire [31:0] add;
 wire [31:0] substract;
 wire setOnLessThan;
 wire [31:0]NOR;
 assign AND = op1 & op2;
 assign OR = op1 | op2;
 assign add = op1+op2;
 assign substract = op1-op2;
 assign setOnLessThan = ((op1 < op2)? 31'b1:31'b0);
 assign NOR = ~(op1 | op2);
 always @(*) begin
  case(sel)
   4'b0000: res = AND;
   4'b0001: res = OR;
   4'b0010: res = add;
   4'b0110: res = substract;
   4'b0111: res = setOnLessThan;
   4'b1100: res = NOR;
   default: res = 31'd0;
  endcase
 end
 assign ZF= ~(res!=31'd0);
endmodule
==> ./run.sh <==
#!/bin/bash
# OpenROAD 26Q1-2900-gdf79404cd8, Yosys 0.63+post, stock flow scripts
make -C /OpenROAD-flow-scripts/flow DESIGN_CONFIG=/design/flow/config.mk WORK_HOME=/design/flow/orfs finish
==> impl_metrics.py <==
# Physical implementation metrics
metrics = {
    "run_status": {
        "run_status": "finished clean",
    },
    "drt": {
        "antenna_left": 0,
        "num_antenna_cells": 0,
        "drt_first_iter_violations": 648,
        "drt_first_pass_iters": 7,
        "routed-via-count": 7495,
        "routed_wl_per_cell_um": 20.7,
        "drcViolationCount": 0,
        "wirelength_um": 25000,
        "vias_per_cell": 6.21,
    },
    "layout": {
        "utilization_pct": 48.7,
        "final.clkbuf_count": 0,
        "logic_area_sq_um": 5740,
        "finish.instance_area_sq_um": 7450,
        "n_fill_cell": 1600,
        "ff_latch_area_sq_um": 0,
        "final_layout_size_suffix_gt1_share_pct": 6.02,
        "layout.sequential_cells": 0,
        "layout.cells.non_filler": 1207,
        "layout_area_growth_over_synthesis_pct": 17.7,
    },
    "placed_design": {
        "setup_ws_pre_cts_ps": 6050,
        "dp_hpwl_um": 19600,
        "final_weighted_congestion_of_routability_driven_global_placement": 0.979,
        "placed_cells": 1207,
        "buffer_ports.inserted": 101,
        "dpl-instance-area_sq_um": 7450,
    },
    "timing": {
        "portion_of_the_clock_cycle_consumed_by_the_worst_path_in_the_final_layout_pct": 67.0,
        "fin_hold_ws_ps": 8590,
        "final-setup-viol-count": 0,
        "hold_viol": 0,
        "relSlewSlack_pct": 35.0,
        "worst-slew-pin-transition_ps": 963,
        "rsz0062_at_grt": "false",
        "slew_viol_final": 0,
        "setup_ws_ps": 6010,
        "min_period_ps": 12190,
        "max_clock_freq_mhz": 82.0,
        "totalNegativeSetupSlack_ps": 0,
    },
    "critical_path": {
        "timing.critical_path.from_type": "primary input",
        "timing.critical_path.to_type": "primary output",
        "cp_data_required_time_ps": 14560,
        "criticalPathCategory": "in -> out",
        "crit_path_max_fanout": 21,
        "cp_data_arrival_time_ps": 8550,
    },
    "worst_hold_path": {
        "hold_path.class": "in -> out",
        "timing.hold.worst_path_depth": 4,
    },
    "floorplanning": {
        "io-pin-count": 101,
        "dieWidth_um": 128,
        "chipArea_sq_um": 16300,
        "die.size.y_um": 128,
        "fp-utilization_pct": 41.3,
        "rows": 45,
        "core-area_sq_um": 15300,
    },
    "flow_run": {
        "warning_count": 101,
        "cap_violations": 0,
    },
    "synthesis": {
        "synthesis.area_per_instance_sq_um": 6.74,
        "yosysWarningCount": 1,
        "synth_sequential_area_ratio_pct": 0,
        "post_synth_instance_area_sq_um": 6330,
        "unique_cell_type_count_in_the_yosys_netlist": 96,
        "yosys-stat-cells": 940,
        "ys_area_sq_um": 6330,
        "netlist_instances": 940,
    },
    "pwr": {
        "design_power_total_uw": 230,
        "power_density_nw_per_um2": 30.8,
        "static-leakage-power_nw": 3.24,
        "worst_voltage_drop_across_the_vdd_grid_mv": 0.0161,
    },
    "clocking": {
        "postCtsResizedCells": 0,
        "cts_hold_buffers": 0,
        "cts_post_setup_buffers_inserted": 0,
    },
    "global_routing": {
        "grt_max_degree": 32,
        "via_count_of_the_first_global_routing_pass": 6711,
        "groute.usage.overall_pct": 30.5,
        "grt_overflow_total": 0,
        "grt_antenna_before_repair": 0,
        "global_route_wire_length_before_repair_um": 38200,
    },
}
-- path summary, 6_finish.rpt --
path    from       to  slack, ps
max   sel[3]       ZF       6010
min   sel[1]  res[13]       8590
-- metal layers --
metal / global-route usage (%) / up-vias / wire [um]
met1: 44.9 / 3451 / 11300
met3: 4.42 / 49 / 2100
met4: 9.07 / 0 / 805
met5: 0 / - / 0
li1: - / 3626 / -
met2: 45.8 / 369 / 10700
-- kinds of logic after synthesis --
kind of cell / Yosys count / synth area share (%)
adders and majority gates: 103 / 20.6
AOI/OAI and AO/OA: 361 / 41.1
buffers and inverters: 152 / 9.82
muxes: 7 / 1.15
xor gates and xnor gates: 8 / 1.11
and+or+nand+nor: 309 / 26.3
-- final cells by class --
type | instances | share of cell area, %
inverters | 96 | 4.83
multi-input cells | 788 | 77.0
well taps | 211 | 3.54
repair buffers | 112 | 14.7
-- where the power goes --
group | switching [mW] | internal (mW) | total [mW]
Clock | 0 | 0 | 0
Sequential | 0 | 0 | 0
Combinational | 0.135 | 0.0947 | 0.230
-- layout by cell type, fill, tap and decap left out, drive strengths merged, types with 10 or more instances in the layout --
cell type / synthesis / routed
and2: 10 / 10
ha: 101 / 101
nor3: 17 / 17
a21oi: 87 / 87
a221oi: 19 / 19
buf: 23 / 11
o21ai: 57 / 57
clkdlybuf4s50: 0 / 101
o21bai: 10 / 10
nand2: 63 / 63
o211ai: 15 / 15
a21o: 19 / 19
or4: 10 / 10
nand4: 12 / 12
inv: 96 / 96
nor2: 89 / 89
nand3: 15 / 15
nor4: 14 / 14
nand2b: 17 / 17
nor2b: 13 / 13
a211oi: 20 / 20
-- cell usage after synthesis (11+ instances only) --
library cell | instances | area [sq um]
sky130_fd_sc_hd__a21oi_1 | 85 | 425
sky130_fd_sc_hd__nand2b_1 | 17 | 106
sky130_fd_sc_hd__a21o_1 | 19 | 143
sky130_fd_sc_hd__a211oi_1 | 18 | 135
sky130_fd_sc_hd__nand2_1 | 62 | 233
sky130_fd_sc_hd__clkbuf_1 | 33 | 124
sky130_fd_sc_hd__a221oi_1 | 18 | 158
sky130_fd_sc_hd__o211ai_1 | 15 | 113
sky130_fd_sc_hd__nand4_1 | 12 | 75.1
sky130_fd_sc_hd__ha_1 | 101 | 1260
sky130_fd_sc_hd__o21ai_0 | 50 | 250
sky130_fd_sc_hd__nor2b_1 | 13 | 81.3
sky130_fd_sc_hd__nor2_1 | 88 | 330
sky130_fd_sc_hd__nand3_1 | 15 | 75.1
sky130_fd_sc_hd__buf_2 | 11 | 55.1
sky130_fd_sc_hd__nor3_1 | 17 | 85.1
sky130_fd_sc_hd__inv_1 | 96 | 360
-- critical path, cell delays in order --
cell and delay (ps):
sky130_fd_sc_hd__clkdlybuf4s50_1 980, sky130_fd_sc_hd__nor2_1 350, sky130_fd_sc_hd__nand2_1 500, sky130_fd_sc_hd__buf_4 340
sky130_fd_sc_hd__o31a_1 170, sky130_fd_sc_hd__nand3_1 90, sky130_fd_sc_hd__or4_1 490, sky130_fd_sc_hd__or4_1 460
sky130_fd_sc_hd__or4_1 460, sky130_fd_sc_hd__nor4b_2 240, sky130_fd_sc_hd__nor4b_2 300, sky130_fd_sc_hd__clkdlybuf4s50_1 520
Power is estimated from default activity; no workload was simulated.
